==> flow/design.v <==
module Add_Counters(
    input [31:0] recip_count,
    input [31:0] fine_count,
    output [31:0] final_count
    );
    assign final_count = recip_count * 8 + fine_count;
endmodule
==> flow/run.sh <==
#!/bin/bash
# OpenROAD 26Q1-2900-gdf79404cd8, Yosys 0.63+post, stock flow scripts
make -C /OpenROAD-flow-scripts/flow DESIGN_CONFIG=/design/flow/config.mk WORK_HOME=/design/flow/orfs finish
==> flow/config.mk <==
export PLATFORM = sky130hd
export DESIGN_NAME = Add_Counters
export DESIGN_NICKNAME = Add_Counters
export VERILOG_FILES = /design/flow/design.v
export SDC_FILE = /design/flow/constraint.sdc
export NUM_CORES = 4
export LEC_CHECK = 1
export CORE_AREA = 10 10 91 91
export DIE_AREA = 0 0 101 101
==> flow/constraint.sdc <==
current_design Add_Counters

set clk_period 15.9
set clk_io_pct 0.2

create_clock -name clk0 -period $clk_period

set non_clock_inputs [all_inputs -no_clocks]
set_input_delay [expr $clk_period * $clk_io_pct] -clock clk0 $non_clock_inputs
set_output_delay [expr $clk_period * $clk_io_pct] -clock clk0 [all_outputs]
==> flow_summary_export.csv <==
group,metric,value,unit
worst_hold_path,hold_path_depth,0,
global_route,grt_use_met3,0.0263,
synthesis,yosysWarnings,0,
placement,place_congestion,0.829,
cells_and_area,stdcell_count,376,
routing,wirelength,5.45,mm
global_route,grt_pass1_wl,8.73,mm
setup_path,cp_max_fo,5,
sta,slew_headroom,0.528,
synthesis,top_area_cell,"ha_1",
setup_path,path_delay_family,"AND-OR/OR-AND gates",
setup_path,end_kind,"output port",
floorplan,pin_count,96,
floorplan,core.rowCount,29,
floorplan,design.die.area,10200,µm²
floorplan,die_x,101,µm
floorplan,die_y,101,µm
setup_path,worstSetupStartpointType,"input port",
synthesis,top_area_frac,0.217,
placement,place_inst,376,
sta,setup_tns,0,ns
cells_and_area,drive_gt1_frac,0.0134,
global_route,antenna_found_initial,0,
placement,placed_area,2510,µm²
sta,hold_ws,6.36,ns
synthesis,synth_seq_share,0,
global_route,grt_max_degree,13,
power,p_leak,1.03,nW
routing,n_antenna_cell,0,
floorplan,coreArea,6350,µm²
setup_path,cp_cell_sequence,"clkdlybuf4s50_1 > ha_1 > fa_1 > a211o_1 > a211oi_4 > o31ai_4 > a31oi_1 > o21ai_0 > xor2_1 > clkdlybuf4s50_1",
synthesis,ys_chip_area,1610,µm²
cts,cts_resized,0,
sta,min_period_over_period,0.589,
sta,fin_crit,9.36,ns
routing,wire_per_inst,14.5,µm
cts,ctsHoldBuffers,0,
setup_path,critical_path_class,"input port to output port",
synthesis,synthTopCellsByCount,"ha_1, a21oi_1, nand2_1, a21o_1",
worst_hold_path,min_to,"final_count[1]",
sta,max_slew.worst_pin.slew,0.699,ns
cells_and_area,flop-count,0,
setup_path,cpMostUsedCell,"clkdlybuf4s50_1",
synthesis,synth_area,1610,µm²
synthesis,ys_cells,226,
synthesis,area_leaders,"ha_1, a21oi_1, xor2_1",
global_route,use_met1,0.130,
setup_path,cpMaxStageDelayCell,"clkdlybuf4s50_1",
synthesis,most_common_cell,"ha_1",
global_route,use_met2,0.170,
cells_and_area,nClkBuffers,0,
synthesis,synthDistinctLibCells,44,
sta,rsz0062_at_grt,"no",
global_route,grtUsageTotal,0.0993,
cells_and_area,final_area,2510,µm²
setup_path,critPathArrivalTime,6.18,ns
global_route,grt_pass1_vias,1902,
routing,routed_via_density,5.08,
routing,dr.pass1.iters,4,
placement,dp_hpwl,4.81,mm
sta,finalSetupViolCount,0,
power,p_per_area,44.3,nW/µm²
synthesis,avgSynthCellArea,7.14,µm²
power,ir_drop,21.3,µV
sta,fmax,0.107,GHz
sta,finalHoldViolations,0,
routing,detailedRoute.firstIterationViolations,96,
cells_and_area,area_growth,55.8,%
synthesis,postSynthCellCount,226,
cells_and_area,flop_area,0,µm²
setup_path,slowest_delay,0.48,ns
worst_hold_path,hold_path.startpoint,"fine_count[1]",
routing,via_count,1910,
routing,drc,0,
flow_run,warnings,35,
placement,port_buffers,87,
sta,final_max_slew_viol_count,0,
flow_run,cap_violations,0,
worst_hold_path,hp-class,"input port to output port",
setup_path,cp_num_buf_inv,2,
sta,final.setup.worst_slack,6.54,ns
global_route,overflow,0,
setup_path,required,12.72,ns
global_route,grt_busiest_layer,"met2",
placement,place_worst_setup_slack,6.52,ns
run_status,status,"complete, no violations",
routing,postRouteAntennaNets,0,
cts,post-cts-setup-buffer-count,0,
floorplan,fp_util,0.254,
==> power breakdown <==
part	internal, W	switching [W]	total (W)
Clock	0	0	0
Sequential	0	0	0
Combinational	0.0000659	0.0000453	0.000111
==> worst max path at each step <==
stage                     startpoint              end  slack [ns]  cells past startpoint
after CTS             recip_count[0]  final_count[25]        6.52                     10
after global routing  recip_count[0]  final_count[21]        6.34                     10
final                 recip_count[0]  final_count[21]        6.54                     10
==> area by class of cell <==
cell class         count  area, µm²
fillers              650       3840
multi-input cells    209       1530
repair buffers        87        871
well taps             77       96.3
inverters              3       11.3
==> per-layer routing <==
layer / vias up / wire length, µm
met1: 836 / 2370
met5: - / 0
met4: 0 / 0
met3: 0 / 497
li1: 1024 / -
met2: 50 / 2580
==> logic make-up after synthesis <==
group,Yosys count,share of synthesized area
adders and majority gates,29,0.230
xor gates and xnor gates,25,0.136
muxes,1,0.00621
and+or+nand+nor,64,0.188
buffers and inverters,17,0.0489
AOI/OAI and AO/OA,90,0.392
==> stage by stage <==
step	utilization	total power, W
after detailed placement	0.396	0.000112
after global routing	0.396	0.000124
after floorplan	-	0.0000539
final	0.396	0.000111
after global placement	0.396	0.000112
after CTS	0.396	0.000113
==> cell usage in the layout (no fill, tap or decap), drive strengths merged, types with 2 or more instances in the layout <==
cell and instances:
a211o 2, a211oi 5, a21o 14, a21oi 25
a31oi 5, clkdlybuf4s50 87, ha 28, inv 3
nand2 23, nand3 4, nand4 10, nor2 13
nor3 5, nor4 2, o2111ai 2, o211ai 3
o21a 4, o21ai 14, o21bai 2, o221ai 2
o31ai 4, or3 2, xnor2 12, xor2 13
Power and IR drop assume default switching activity.
